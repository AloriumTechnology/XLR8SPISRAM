`flow/design.v`:
```
module spi_ram_drv   
  #(
  parameter SPIRAMDRVCTL_ADDR   = 8'h00,
  parameter SPIRAMDRVADDRH_ADDR = 8'h00,
  parameter SPIRAMDRVADDRL_ADDR = 8'h00,
  parameter SPIRAMDRVWDATA_ADDR = 8'h00,
  parameter SPIRAMDRVRDATA_ADDR = 8'h00
  )
  (
  input        clk,  
  input        rstn,  
  input        clken,  
  input [7:0]  dbus_in,  
  output [7:0] dbus_out,  
  output       io_out_en,  
  input [7:0]  ramadr,  
  input        ramre,  
  input        ramwe,  
  input        dm_sel,  
  input logic [7:0] rdata_in,
  input logic       rdata_valid_in,
  input logic       req_rdy,
  output logic [16:0] addr_out,
  output logic [7:0]  wdata_out,
  output logic        w_req_out,
  output logic        r_req_out,
  output logic        last_out
  );
  logic ctrl_sel;
  logic ctrl_we;
  logic ctrl_re;
  logic [7:0] ctrl_reg;
  logic addrh_sel;
  logic addrh_we;
  logic addrh_re;
  logic [7:0] addrh;
  logic addrl_sel;
  logic addrl_we;
  logic addrl_re;
  logic [7:0] addrl;
  logic wdata_sel;
  logic wdata_we;
  logic [7:0] wdata;
  logic rdata_sel;
  logic rdata_we;
  logic rdata_re;
  logic [7:0] rdata;
  logic read_strobe;
  logic write_strobe;
  logic last_xfer;
  logic read_strobe_hold;
  logic write_strobe_hold;
  logic last_xfer_hold;
  logic rdata_valid;
  logic ignore_valid_in;
  assign ctrl_sel = dm_sel && (ramadr == SPIRAMDRVCTL_ADDR);
  assign ctrl_we  = ctrl_sel && ramwe;
  assign ctrl_re  = ctrl_sel && ramre;
  assign addrh_sel = dm_sel && (ramadr == SPIRAMDRVADDRH_ADDR);
  assign addrh_we  = addrh_sel && ramwe;
  assign addrh_re  = addrh_sel && ramre;
  assign addrl_sel = dm_sel && (ramadr == SPIRAMDRVADDRL_ADDR);
  assign addrl_we  = addrl_sel && ramwe;
  assign addrl_re  = addrl_sel && ramre;
  assign wdata_sel = dm_sel && (ramadr == SPIRAMDRVWDATA_ADDR);
  assign wdata_we  = wdata_sel && ramwe;
  assign rdata_sel = dm_sel && (ramadr == SPIRAMDRVRDATA_ADDR);
  assign rdata_we  = rdata_sel && ramwe;
  assign rdata_re  = rdata_sel && ramre;
  assign ctrl_reg[1] = req_rdy;
  assign ctrl_reg[0] = rdata_valid;
  assign dbus_out =  ({8{ ctrl_sel  }} & ctrl_reg  ) |
                     ({8{ addrh_sel }} & addrh ) |
                     ({8{ addrl_sel }} & addrl ) |
                     ({8{ rdata_sel }} & rdata     );
  assign io_out_en = ctrl_re  ||
                     addrh_re ||
                     addrl_re ||
                     rdata_re;
  always @(posedge clk or negedge rstn)
    begin
      if (!rstn)
        begin
          ctrl_reg[7:2] <= 6'h00;
          read_strobe <= 1'b0;
          write_strobe <= 1'b0;
          last_xfer <= 1'b0;
        end
      else if (ctrl_we)
        begin
          {{read_strobe},{write_strobe},{last_xfer}} <= dbus_in[7:5];
        end
      else
        begin
          {{read_strobe},{write_strobe},{last_xfer}} <= 3'b0;  
        end
    end  
  always @(posedge clk or negedge rstn) begin
     if (!rstn) begin
       addrh <= 8'h00;
     end
     else if (addrh_we) begin
       addrh <= dbus_in;
     end
  end  
  always @(posedge clk or negedge rstn) begin
     if (!rstn) begin
       addrl <= 8'h00;
     end
     else if (addrl_we) begin
       addrl <= dbus_in;
     end
  end  
  always @(posedge clk or negedge rstn) begin
     if (!rstn) begin
       wdata <= 8'h00;
     end
     else if (wdata_we) begin
       wdata <= dbus_in;
     end
  end  
  always @(posedge clk or negedge rstn)
    begin
      if (!rstn)
        begin
          read_strobe_hold <= 1'b0;
          write_strobe_hold <= 1'b0;
          last_xfer_hold <= 1'b0;
          addr_out <= 8'h00;
          wdata_out <= 8'h00;
          r_req_out <= 1'b0;
          w_req_out <= 1'b0;
          last_out <= 1'b0;
        end
      else
        begin
          if (read_strobe)
            read_strobe_hold <= 1'b1;
          if (write_strobe)
            write_strobe_hold <= 1'b1;
          if (last_xfer)
            last_xfer_hold <= 1'b1;
          if ((read_strobe || read_strobe_hold) && (req_rdy))
            begin
              read_strobe_hold <= 1'b0;  
              last_xfer_hold <= 1'b0;    
              addr_out <= {{addrh},{addrl}};
              r_req_out <= 1'b1;
              w_req_out <= 1'b0;  
              last_out <= last_xfer || last_xfer_hold;
            end
          else if ((write_strobe || write_strobe_hold) && (req_rdy))
            begin
              write_strobe_hold <= 1'b0;  
              last_xfer_hold <= 1'b0;    
              addr_out <= {{addrh},{addrl}};
              wdata_out <= wdata;
              w_req_out <= 1'b1;
              r_req_out <= 1'b0;  
              last_out <= last_xfer || last_xfer_hold;
            end
          else
            begin
              w_req_out <= 1'b0;
              r_req_out <= 1'b0;
            end
        end
    end
  always @(posedge clk or negedge rstn)
    begin
      if (!rstn)
        begin
          ignore_valid_in <= 1'b0;  
          rdata_valid <= 1'b0;
          rdata <= 8'h00;
        end
      else 
        begin
          if (r_req_out)
            begin
              ignore_valid_in <= 1'b0;  
              rdata_valid <= 1'b0;  
            end
          else if (rdata_re)  
            begin
              rdata_valid <= 1'b0;
              ignore_valid_in <= 1'b1;
            end
          else if (rdata_valid_in && !ignore_valid_in)
            begin
              rdata_valid <= 1'b1;
              rdata <= rdata_in;
            end
          else
            begin
              rdata_valid <= 1'b0;
              rdata <= 8'h00;
            end
        end
    end
endmodule
```
`flow/run.sh`:
```
#!/bin/bash
# OpenROAD 26Q1-2900-gdf79404cd8, Yosys 0.63+post, stock flow scripts
make -C /OpenROAD-flow-scripts/flow DESIGN_CONFIG=/design/flow/config.mk WORK_HOME=/design/flow/orfs finish
```
`flow/config.mk`:
```
export PLATFORM = sky130hd
export DESIGN_NAME = spi_ram_drv
export DESIGN_NICKNAME = spi_ram_drv
export VERILOG_FILES = /design/flow/design.v
export SDC_FILE = /design/flow/constraint.sdc
export NUM_CORES = 4
export LEC_CHECK = 1
export CORE_AREA = 10 10 112 112
export DIE_AREA = 0 0 122 122
```
`flow/constraint.sdc`:
```
current_design spi_ram_drv

set clk_period 3.2
set clk_io_pct 0.2

create_clock -name clk0 -period $clk_period [get_ports {clk}]

set non_clock_inputs [all_inputs -no_clocks]
set_input_delay [expr $clk_period * $clk_io_pct] -clock clk0 $non_clock_inputs
set_output_delay [expr $clk_period * $clk_io_pct] -clock clk0 [all_outputs]
```
==> results.py <==
# Metrics from the implementation run
metrics = {
    "status": {
        "status": "finished, final reports clean",
    },
    "routing": {
        "drc": 0,
        "firstDrtPassIters": 3,
        "drtIter0Drc": 36,
        "route.antenna.remaining_nets": 0,
        "via_per_inst": 3.56,
        "vias": 1241,
        "antenna_cells": 0,
        "wl_per_cell_um": 13.0,
        "routed_wl_um": 4540,
    },
    "placed_design": {
        "place_ws_ns": 0.117,
        "globalplace.congestion": 0.761,
        "hpwl_um": 3730,
        "port_buffers": 66,
    },
    "global_routing": {
        "top_usage_layer": "met2",
        "met2_usage_pct": 10.4,
        "grt_pass1_vias": 1316,
        "grt_max_degree": 44,
        "grt_overflow_total": 0,
        "use_met1_pct": 6.95,
        "grtUsageTotal_pct": 6.10,
        "grt_pass1_wl_um": 7210,
        "antenna_found_initial": 0,
        "gr-usage-met3_pct": 2.72,
    },
    "floorplan": {
        "core_area_sq_um": 10200,
        "io_pins": 69,
        "chip_area_sq_um": 14900,
        "initial_core_util_pct": 18.0,
        "fp.dieW_um": 122,
        "rows": 37,
        "die_height_um": 122,
    },
    "sta": {
        "slew_headroom_pct": 59.3,
        "finalHoldViolations": 0,
        "finalSetupViolCount": 0,
        "final.period_utilization_pct": 92.7,
        "fin_hold_ws_ns": 0.413,
        "skew_ns": 0.00997,
        "tightest_slew_ns": 0.609,
        "setup_ws_ns": 0.234,
        "period_minus_slack_ns": 2.97,
        "tns_ns": 0,
        "fmax_mhz": 337,
        "rsz0062_at_grt": "false",
        "finalMaxSlewViolations": 0,
    },
    "critical_path": {
        "slowest_stage": "clkdlybuf4s50_1",
        "critPathLaunch": "ramadr[3]",
        "crit_required_ns": 2.56,
        "worst-path-stages": 5,
        "r2r_cells": 3,
        "critical_path.startpoint_type": "input port",
        "crit_chain": "clkdlybuf4s50_1 > nor4_4 > nand3_2 > nor2_1 > clkdlybuf4s50_1",
        "path_class": "input port to output port",
        "crit_buf_inv": 2,
        "reg2reg_setup_slack_ns": 1.60,
        "path_delay_family": "buffers and inverters",
        "max_stage_delay_ns": 0.52,
        "r2r_start": "read_strobe_hold",
        "end_kind": "output port",
        "path_max_fanout": 8,
        "crit_path_frequent_cell": "clkdlybuf4s50_1",
        "arrival_ns": 2.33,
    },
    "synthesis": {
        "synth_cell_types": 28,
        "synth_area_sq_um": 1850,
        "ys_cells": 146,
        "netlist_top_cells_area": "dfrtp_1, mux2_2, mux2i_1, nor2_1, buf_4",
        "syn_inst": 146,
        "flop_cell": "dfrtp_1",
        "top_cell": "dfrtp_1",
        "synth-seq-area-share_pct": 58.3,
        "synth.top_cell.area_share_pct": 58.3,
        "yosysWarnings": 1,
        "ys_top_cells_by_count": "dfrtp_1, mux2_2, nor2_1, buf_4, nand2_1",
        "avgSynthCellArea_sq_um": 12.6,
        "synthArstFlopShare_pct": 100,
        "largest_area_cell": "dfrtp_1",
        "edf_count": 0,
        "ys_chip_area_sq_um": 1850,
        "ys_ff": 43,
    },
    "clock_tree": {
        "cts_tree": "done",
        "clock-sinks": 43,
        "clk_pin_slew_ns": 0.08,
        "htreeDepth": 2,
        "clockRootBuffer": "clkbuf_8",
        "clk_latency_ns": 0.29,
        "cts_buffers": 5,
        "ctsLongestPathBuffers": 2,
        "cts_hold_buf": 0,
    },
    "min_path": {
        "hp-class": "input port to asynchronous set/reset pin",
    },
    "pwr": {
        "switching_share_pct": 22.4,
        "power_density_nw_per_um2": 357,
        "p_int_mw": 0.752,
        "seqPwrFrac_pct": 57.7,
        "combPwrFrac_pct": 8.1,
        "total_power_mw": 0.969,
        "p_leak_nw": 1.26,
        "pwr-share-clk_pct": 34.2,
        "vdd_ir_drop_max_mv": 0.135,
        "switchingPower_mw": 0.217,
    },
    "layout": {
        "final_layout_size_suffix_gt1_share_pct": 22.1,
        "nFillCells": 1073,
        "syn_to_final_growth_pct": 47.1,
    },
    "job": {
        "warnings": 26,
        "drv_cap": 0,
    },
}
==> stage by stage <==
stage / instance area, sq um / util [%] / instances
2_1_floorplan: 1850 / - / 146
3_3_place_gp: 2620 / 25.6 / 341
3_5_place_dp: 2620 / 25.6 / 341
4_1_cts: 2710 / 26.5 / 349
5_1_grt: 2710 / 26.5 / 349
6_report: 2710 / 26.5 / 349
==> final timing paths <==
kind | to
min in group clk0 | last_out
worst min-delay path | read_strobe
worst max register to register | wdata_out[2]
worst min register to register | last_out
worst max-delay path | dbus_out[5]
max in group asynchronous | addr_out[8]
==> cell usage in the layout, fill, tap and decap left out, types with 2 or more instances in the layout <==
| cell | count |
|---|---|
| nor2_1 | 19 |
| and3_1 | 3 |
| clkdlybuf4s50_1 | 65 |
| nor2b_1 | 2 |
| clkbuf_8 | 5 |
| mux2i_1 | 8 |
| mux2_2 | 24 |
| dfrtp_1 | 43 |
| nand2_1 | 9 |
| inv_1 | 8 |
| nor3_1 | 2 |
| buf_4 | 6 |
==> sequential cells by signal (all words and copies together) (netlist names), 8 cells and up <==
signal and count:
addr_out 8, wdata_out 8, wdata 8, rdata 8
==> cell families (layout without fill, tap and decap cells) <==
group / after synthesis / count (layout) / share of synthesized area, %
buffers and inverters: 21 / 88 / 6.64
AOI/OAI and AO/OA: 6 / 6 / 2.85
DFF: 43 / 43 / 58.3
other: 1 / 1 / 0.203
muxes: 32 / 32 / 19.0
and+or+nand+nor: 43 / 43 / 13.0
==> worst register-to-register path: cells and delay by family, from the launching register on <==
kind / cells / cell delay (ns)
muxes: 1 / 0.39
and+or+nand+nor: 2 / 0.71
DFF: 1 / 0.39
==> timing repair <==
action	in CTS	in global routing
buffers inserted	0	0
endpoints found under the setup margin	0	2
gates resized	0	1
==> layer usage <==
| layer | share of wire (%) | routed length (um) |
|---|---|---|
| met5 | 0 | 0 |
| met1 | 37 | 1670 |
| met2 | 50 | 2260 |
| met4 | 2.1 | 96 |
| met3 | 11 | 514 |
==> final cells by class <==
class | instances | area, sq um | area share [%]
Sequential cell | 43 | 1080 | 39.6
Timing Repair Buffer | 72 | 701 | 25.8
Multi-Input combinational cell | 82 | 652 | 24.0
Tap cell | 136 | 170 | 6.27
Clock buffer | 6 | 72.6 | 2.67
Inverter | 8 | 30.0 | 1.11
Clock inverter | 2 | 12.5 | 0.461
==> power by group through the flow <==
stage / logic, mW / registers, mW / clock network (mW)
global route: 0.0875 / 0.561 / 0.374
CTS: 0.0807 / 0.560 / 0.350
finish: 0.0785 / 0.559 / 0.331
Power and IR drop assume default switching activity.
