===== /design/flow/config.mk =====
export PLATFORM = sky130hd
export DESIGN_NAME = xlr8_spi_ram_ctrl
export DESIGN_NICKNAME = xlr8_spi_ram_ctrl
export VERILOG_FILES = /design/flow/design.v
export SDC_FILE = /design/flow/constraint.sdc
export NUM_CORES = 4
export LEC_CHECK = 1
export CORE_UTILIZATION = 30

===== /design/flow/constraint.sdc =====
current_design xlr8_spi_ram_ctrl

set clk_period 3.8
set clk_io_pct 0.2

create_clock -name clk0 -period $clk_period [get_ports {clk}]

set non_clock_inputs [all_inputs -no_clocks]
set_input_delay [expr $clk_period * $clk_io_pct] -clock clk0 $non_clock_inputs
set_output_delay [expr $clk_period * $clk_io_pct] -clock clk0 [all_outputs]

===== /design/flow/design.v =====
module xlr8_spi_ram_ctrl
  #(
   parameter MEMCR_ADDR      = 8'h00,
   parameter spi_ram_SPCR_Address = 8'h00,  
   parameter spi_ram_SPSR_Address = 8'h00,  
   parameter spi_ram_SPDR_Address = 8'h00   
  )
  (
   input        clk,  
   input        rstn,  
   input        clken,  
   input [7:0]  dbus_in,  
   output [7:0] dbus_out,  
   output       io_out_en,  
   input [7:0]  ramadr,  
   input        ramre,  
   input        ramwe,  
   input        dm_sel,  
   output logic [7:0] spi_ramadr,          
   output logic       spi_ramre,           
   output logic       spi_ramwe,           
   output logic       spi_dm_sel,          
   output logic [7:0] spi_dbus_in,         
   input  logic [7:0] spi_dbus_out,        
   input logic [23:0] addr,          
   input logic [7:0]  w_data,        
   input logic        w_req,         
   input logic        r_req,         
   input logic        last,          
   output logic [7:0] r_data,        
   output logic       r_data_valid,  
   output logic       req_rdy,       
   output logic       cs_out         
  );
  logic memcr_sel;
  logic memcr_we;
  logic memcr_re;
  logic [7:0] memcr_data;
  logic        r_req_sync;
  logic        w_req_sync;
  logic [23:0] addr_sync;
  logic [7:0]  w_data_sync;
  logic        last_sync;
  logic [1:0]  sram_mode;
  logic [2:0]  spi_speed;
  logic        ext_addr_en;
  logic        config_update;  
  logic        config_update_hold;  
  logic [3:0]  state;
  logic [3:0]  prev_state;
  logic [1:0]  xfer_state;
  logic [7:0]  spi_r_data;
  logic        spi_xfer_go;
  logic        spi_xfer_run;
  logic        spi_xfer_done;
  logic        spi_grab_r_data;
  logic        multi_w_r;
  assign memcr_sel = dm_sel && (ramadr == MEMCR_ADDR);
  assign memcr_we  = memcr_sel && ramwe;
  assign memcr_re  = memcr_sel && ramre;
  assign dbus_out =  ({8{memcr_sel}} & memcr_data);
  assign io_out_en = memcr_re;
  assign sram_mode   = memcr_data[5:4];
  assign spi_speed   = memcr_data[3:1];
  assign ext_addr_en = memcr_data[0];
  always @(posedge clk or negedge rstn)
    begin
      if (!rstn)
        begin
          memcr_data <= 8'b00001000;
          config_update <= 1'b0;  
        end
      else if (memcr_we)
        begin
          memcr_data <= dbus_in;
          config_update <= 1'b1;  
        end
      else
        begin
          config_update <= 1'b0;  
        end
    end  
  always @(posedge clk or negedge rstn)
    begin
      if (!rstn)
        begin
        end
      else
        begin
          if (w_req)
            begin
              addr_sync   <= addr;
              w_data_sync <= w_data;
              last_sync   <= last;
            end
          else if (r_req)
            begin
              addr_sync   <= addr;
              last_sync   <= last;
            end
        end
    end
  localparam IDLE       = 4'h0;
  localparam CONFIG1    = 4'h1;  
  localparam CONFIG2    = 4'h2;  
  localparam CONFIGCMD  = 4'h3;  
  localparam CONFIGDATA = 4'h4;  
  localparam READCMD    = 4'h5;
  localparam WRITECMD   = 4'h6;
  localparam RAMADDR3   = 4'h7;  
  localparam RAMADDR2   = 4'h8;
  localparam RAMADDR1   = 4'h9;
  localparam READDATA   = 4'hA;
  localparam WRITEDATA  = 4'hB;
  localparam SRAM_READ  = 8'h03;
  localparam SRAM_WRITE = 8'h02;
  localparam SRAM_RDSR  = 8'h05;
  localparam SRAM_WRSR  = 8'h01;
  localparam SRAM_PAGE_MODE = 2'b10;
  localparam SRAM_SEQ_MODE  = 2'b01;
  assign spi_dm_sel     = 1'b1;  
  always @(posedge clk or negedge rstn)
    begin
      if (!rstn)
        begin
          config_update_hold <= 1'b0;
          r_req_sync         <= 1'b0;
          w_req_sync         <= 1'b0;
          r_data_valid       <= 1'b0;
          r_data             <= 8'h00;
          prev_state         <= IDLE;
          state              <= IDLE;
          req_rdy            <= 1'b0;
          cs_out             <= 1'b1;  
          spi_grab_r_data    <= 1'b0;
          multi_w_r          <= 1'b0;
        end
      else
        begin
          if (config_update)
            config_update_hold <= 1'b1;  
          if (r_req)
            r_req_sync <= 1'b1;
          if (w_req)
            w_req_sync <= 1'b1;
          case (state)
            IDLE:
              begin
                prev_state <= IDLE;
                if (spi_grab_r_data)
                  begin
                    spi_grab_r_data <= 1'b0;
                    r_data <= spi_r_data;
                    r_data_valid <= 1'b1;
                  end
                if (req_rdy && config_update_hold)
                  begin
                    config_update_hold <= 1'b0;
                    req_rdy <= 1'b0;  
                    state <= CONFIG1;
                  end
                else if (req_rdy && (r_req || r_req_sync))  
                  begin
                    req_rdy <= 1'b0;  
                    r_data_valid <= 1'b0;  
                    if (multi_w_r)
                      begin
                        state <= READDATA;
                      end
                    else
                      begin
                        state <= READCMD;
                      end
                  end
                else if (req_rdy && (w_req || w_req_sync))  
                  begin
                    req_rdy <= 1'b0;  
                    r_data_valid <= 1'b0;  
                    if (multi_w_r)
                      begin
                        state <= WRITEDATA;
                      end
                    else
                      begin
                        state <= WRITECMD;
                      end
                  end
                else
                  begin
                    req_rdy <= 1'b1;  
                    if (!multi_w_r)
                      cs_out  <= 1'b1;  
                    state <= IDLE;
                  end
              end
            CONFIG1:  
              begin
                prev_state <= CONFIG1;
                if (spi_xfer_done)
                  state <= CONFIG2;
                else
                  state <= CONFIG1;   
              end
            CONFIG2:  
              begin
                prev_state <= CONFIG2;
                if (spi_xfer_done)
                  state <= CONFIGCMD;
                else
                  state <= CONFIG2;   
              end
            CONFIGCMD:  
              begin
                prev_state <= CONFIGCMD;
                cs_out <= 1'b0;  
                if (spi_xfer_done)
                  begin
                    state <= CONFIGDATA;
                  end
              end
            CONFIGDATA:  
              begin
                prev_state <= CONFIGDATA;
                if (spi_xfer_done)
                  begin
                    state <= IDLE;
                  end
              end
            READCMD:  
              begin
                prev_state <= READCMD;
                cs_out <= 1'b0;  
                if (spi_xfer_done)
                  begin
                    if (ext_addr_en)
                      begin
                        state <= RAMADDR3;
                      end
                    else
                      begin
                        state <= RAMADDR2;
                      end
                  end
              end
            WRITECMD:  
              begin
                prev_state <= WRITECMD;
                cs_out <= 1'b0;  
                if (spi_xfer_done)
                  begin
                    if (ext_addr_en)
                      begin
                        state <= RAMADDR3;
                      end
                    else
                      begin
                        state <= RAMADDR2;
                      end
                  end
              end
            RAMADDR3:  
              begin
                prev_state <= RAMADDR3;
                if (spi_xfer_done)
                  begin
                    state <= RAMADDR2;
                  end
              end
            RAMADDR2:  
              begin
                prev_state <= RAMADDR2;
                if (spi_xfer_done)
                  begin
                    state <= RAMADDR1;
                  end
              end
            RAMADDR1:  
              begin
                prev_state <= RAMADDR1;
                if (spi_xfer_done)
                  begin
                    if (r_req_sync)
                      begin
                        r_req_sync <= 1'b0;  
                        state <= READDATA;
                      end
                    else if (w_req_sync)
                      begin
                        w_req_sync <= 1'b0;  
                        state <= WRITEDATA;
                      end
                    else  
                      begin
                        state <= IDLE;
                      end
                  end
              end
            READDATA:  
              begin
                prev_state <= READDATA;
                req_rdy <= 1'b0;  
                if (spi_grab_r_data)
                  begin
                    spi_grab_r_data <= 1'b0;
                    r_data <= spi_r_data;
                    r_data_valid <= 1'b1;
                  end
                if (spi_xfer_done)
                  begin
                    r_data_valid <= 1'b0;  
                    spi_grab_r_data <= 1'b1;  
                    r_req_sync <= 1'b0;  
                    if (((sram_mode == SRAM_PAGE_MODE) ||
                         (sram_mode == SRAM_SEQ_MODE)) &&
                        !last_sync)
                      begin
                        multi_w_r <= 1;
                        req_rdy <= 1'b1;
                        if (r_req)  
                          state <= READDATA;
                        else
                          state <= IDLE;
                      end
                    else
                      begin
                        multi_w_r <= 0;
                        state <= IDLE;
                      end
                  end
              end
            WRITEDATA:  
              begin
                prev_state <= WRITEDATA;
                req_rdy <= 1'b0;  
                if (spi_xfer_done)
                  begin
                    w_req_sync <= 1'b0;  
                    if (((sram_mode == SRAM_PAGE_MODE) ||
                         (sram_mode == SRAM_SEQ_MODE)) &&
                        !last_sync)
                      begin
                        multi_w_r <= 1;  
                        req_rdy <= 1'b1;
                        if (w_req)  
                          state <= WRITEDATA;
                        else
                          state <= IDLE;
                      end
                    else
                      begin
                        multi_w_r <= 0;
                        state <= IDLE;
                      end
                  end
              end
            default:
              begin
                prev_state <= IDLE;
                state <= IDLE;
              end
          endcase
        end  
    end  
  localparam XFER_IDLE      = 2'h0;
  localparam XFER_READ_SPSR = 2'h1;
  localparam XFER_POLL_SPIF = 2'h2;
  localparam XFER_READ_DBUS = 2'h3;
  localparam SPIF_BIT       = 7;
  assign spi_xfer_go = ((state == CONFIG1    && prev_state != CONFIG1)    ||
                        (state == CONFIG2    && prev_state != CONFIG2)    ||
                        (state == CONFIGCMD  && prev_state != CONFIGCMD)  ||
                        (state == CONFIGDATA && prev_state != CONFIGDATA) ||
                        (state == READCMD    && prev_state != READCMD)    ||
                        (state == WRITECMD   && prev_state != WRITECMD)   ||
                        (state == RAMADDR3   && prev_state != RAMADDR3)   ||
                        (state == RAMADDR2   && prev_state != RAMADDR2)   ||
                        (state == RAMADDR1   && prev_state != RAMADDR1)   ||
                        (state == READDATA   && prev_state != READDATA)   ||
                        (state == WRITEDATA  && prev_state != WRITEDATA));
  always @(posedge clk or negedge rstn)
    begin
      if (!rstn)
        begin
          spi_ramwe          <= 1'b0;
          spi_ramre          <= 1'b0;
          spi_ramadr         <= 8'h00;
          spi_dbus_in        <= 8'h00;
          spi_xfer_run       <= 1'b0;
          xfer_state         <= XFER_IDLE;
          spi_r_data         <= 8'h00;
          spi_xfer_done      <= 1'b0;
        end
      else
        begin
          case (xfer_state)
            XFER_IDLE:
              begin
                spi_xfer_done <= 1'b0;  
                if (spi_xfer_go)
                  begin
                    spi_xfer_run <= 1'b1;
                    spi_ramwe <= 1'b1;
                    if (state == CONFIG1)
                      spi_ramadr <= spi_ram_SPCR_Address;
                    else if (state == CONFIG2)
                      spi_ramadr <= spi_ram_SPSR_Address;
                    else
                      spi_ramadr <= spi_ram_SPDR_Address;
                    if (state == CONFIG1)
                      spi_dbus_in <= {6'b010100,{spi_speed[1:0]}};  
                    else if (state == CONFIG2)
                      spi_dbus_in <= {7'h00,{spi_speed[2]}};  
                    else if (state == CONFIGCMD)
                      spi_dbus_in <= SRAM_WRSR;  
                    else if (state == CONFIGDATA)
                      spi_dbus_in <= {{sram_mode[1:0]},6'h00};  
                    else if (state == READCMD)
                      spi_dbus_in <= SRAM_READ;  
                    else if (state == WRITECMD)
                      spi_dbus_in <= SRAM_WRITE;  
                    else if (state == RAMADDR3)
                      spi_dbus_in <= addr_sync[23:16];  
                    else if (state == RAMADDR2)
                      spi_dbus_in <= addr_sync[15:8];  
                    else if (state == RAMADDR1)
                      spi_dbus_in <= addr_sync[7:0];  
                    else if (state == READDATA)
                      spi_dbus_in <= 8'hFF;  
                    else if (state == WRITEDATA)
                      spi_dbus_in <= w_data_sync;  
                    xfer_state <= XFER_READ_SPSR;
                  end
                else
                  begin
                    spi_xfer_run  <= 1'b0;  
                    xfer_state <= XFER_IDLE;
                  end
              end
            XFER_READ_SPSR:
              begin
                spi_ramwe <= 1'b0;
                if (state == CONFIG1 || state == CONFIG2)
                  begin
                    spi_xfer_done <= 1'b1;
                    xfer_state <= IDLE;
                  end
                else
                  begin
                    spi_ramre <= 1'b1;  
                    spi_ramadr <= spi_ram_SPSR_Address;
                    xfer_state <= XFER_POLL_SPIF;
                  end
              end
            XFER_POLL_SPIF:
              begin
                if (spi_dbus_out & (1<<SPIF_BIT))
                  begin
                    spi_ramadr <= spi_ram_SPDR_Address;  
                    spi_xfer_done <= 1'b1;  
                    xfer_state <= XFER_READ_DBUS;
                  end
                else
                  begin
                    xfer_state <= XFER_POLL_SPIF;  
                  end
              end
            XFER_READ_DBUS:
              begin
                spi_xfer_run <= 1'b0;  
                spi_xfer_done <= 1'b0;  
                spi_ramre <= 1'b0;
                spi_r_data <= spi_dbus_out;
                xfer_state <= XFER_IDLE;
              end
            default:
              begin
                xfer_state <= IDLE;
              end
          endcase
        end  
    end  
endmodule

===== /design/flow/run.sh =====
#!/bin/bash
# OpenROAD 26Q1-2900-gdf79404cd8, Yosys 0.63+post, stock flow scripts
make -C /OpenROAD-flow-scripts/flow DESIGN_CONFIG=/design/flow/config.mk WORK_HOME=/design/flow/orfs finish

==> flow_metrics.env <==
# physical design summary
export IMPL_postCtsResizedCells=0
export IMPL_antenna_found_initial=0
export IMPL_clkSinkCount=105
export IMPL_worstSkewPairLatency_ns=0.35
export IMPL_dp_final_hpwl_um=6680
export IMPL_tool_warnings=26
export IMPL_async_reset_ff_share_pct=68.6
export IMPL_ys_types=53
export IMPL_grt_pass1_vias=2956
export IMPL_via_per_inst=4.77
export IMPL_max_cap_violations=0
export IMPL_vdd_drop_max_mv=0.288
export IMPL_area_leaders="dfrtp_1 (37%), edfxtp_1 (22%), mux2_2 (6.8%)"
export IMPL_required_ns=3.04
export IMPL_num_rows=44
export IMPL_grt_overflow=0
export IMPL_grt_max_degree=48
export IMPL_dieWidth_um=124
export IMPL_path_clk_slew_ns=0.07
export IMPL_syn_area_per_cell_um2=12.5
export IMPL_worst_hold_slack_ns=0.336
export IMPL_placed_area_mm2=0.00555
export IMPL_ys_cells=357
export IMPL_sw_frac_of_total_pct=30.2
export IMPL_postRouteWirelength_um=9510
export IMPL_vias=3039
export IMPL_finalMaxSlewViolations=0
export IMPL_outcome="finished clean"
export IMPL_holdBufCountCts=0
export IMPL_period_needed_ns=3.29
export IMPL_grt_pass1_wl_um=15200
export IMPL_cts_tree="done"
export IMPL_drive_above_1_share_pct=13.2
export IMPL_yosysChipArea_mm2=0.00447
export IMPL_synth_seq_share_pct=62.6
export IMPL_power_density_mw_per_mm2=647
export IMPL_seqPwrFrac_pct=46.8
export IMPL_crit_type="in2out"
export IMPL_worst_slew_pin_transition_ns=0.852
export IMPL_ys_flops=105
export IMPL_die_h_um=124
export IMPL_pwr_share_clk_pct=22.6
export IMPL_intPower_uw=2630
export IMPL_cp_max_fo=10
export IMPL_synthFlopType="dfrtp_1"
export IMPL_pre_cts_ws_ns=0.487
export IMPL_grt_setup_unrepaired="no"
export IMPL_clockBufferDepth=2
export IMPL_min_path_type="in2async"
export IMPL_clockRootBuffer="clkbuf_16"
export IMPL_h_tree_depth=3
export IMPL_cp_start_kind="input port"
export IMPL_max_freq_mhz=304
export IMPL_core_mm2=0.0145
export IMPL_largest_area_cell="dfrtp_1"
export IMPL_cts_buffers=9
export IMPL_antenna_left=0
export IMPL_endpoint_kind="output port"
export IMPL_arrival_ns=2.53
export IMPL_fp_util_pct=30.8
export IMPL_pin_count=104
export IMPL_syn_to_final_growth_pct=30.2
export IMPL_synthCells=357
export IMPL_post_route_util_pct=40.1
export IMPL_hold_violations=0
export IMPL_track_usage_pct=13.6
export IMPL_numPortBuffers=93
export IMPL_first_iter_violations=139
export IMPL_synth_top_area_share_pct=37.5
export IMPL_finalInstanceArea_mm2=0.00582
export IMPL_timing_final_crit_share_pct=86.5
export IMPL_leakage_uw=0.00232
export IMPL_place_congestion=0.820
export IMPL_die_area_mm2=0.0154
export IMPL_finalSetupTns_ns=0
export IMPL_diodes=0
export IMPL_yosysWarnings=1
export IMPL_slew_headroom_pct=42.8
export IMPL_setup_slack_ns=0.514
export IMPL_synthesis_area_mm2=0.00447
export IMPL_setup_viol=0
export IMPL_post_route_drc_count=0
export IMPL_wl_per_cell_um=14.9
export IMPL_cts_setup_buffers=0
export IMPL_power_switching_uw=1140
export IMPL_comb_power_share_pct=30.6
export IMPL_dr_pass1_iters=4
export IMPL_fillers=1374
export IMPL_synth_edff_count=33
export IMPL_clock_skew_ns=0.00977
-- flip-flops by register name (all words and copies together) (netlist names), 4 cells and up, named ones only --
name	cells
prev_state	12
spi_r_data	8
addr_sync	24
spi_dbus_in	8
xfer_state	4
memcr_data	8
r_data	8
state	8
w_data_sync	8
-- metrics by stage --
stage / instances / power [uW]
2_1_floorplan: 364 / 2460
3_3_place_gp: 621 / 2920
3_5_place_dp: 621 / 2950
4_1_cts: 637 / 3830
5_1_grt: 637 / 4060
6_report: 637 / 3770
-- path summary, 6_finish.rpt --
check / startpoint / endpoint / slack [ns] / depth (start not counted)
hold / removal: rstn / state[5]$_DFF_PN0_ / 0.34 / 1
hold reg to reg: config_update$_DFF_PN0_ / config_update_hold$_DFF_PN0_ / 0.45 / 1
min in group clk0: config_update$_DFF_PN0_ / config_update_hold$_DFF_PN0_ / 0.45 / 1
max in group asynchronous: rstn / spi_ramre$_DFFE_PN0P_ / 2.54 / 2
setup reg to reg: prev_state[5]$_DFF_PN0_ / spi_dbus_in[1]$_DFFE_PN0P_ / 1.06 / 5
setup / recovery: ramadr[2] / dbus_out[3] / 0.51 / 7
-- cell usage in the layout, fill, tap and decap left out, types with 3 or more instances in the layout --
cell type        instances
o41ai_1                  4
clkbuf_16                9
or4_1                    6
nor4_1                   4
mux2_2                  27
nor2_1                  12
dfstp_2                  5
edfxtp_1                33
o21ai_0                 14
dfrtp_1                 67
conb_1                   9
or3_1                    6
o32ai_1                  3
mux2_4                   5
clkdlybuf4s50_1         92
buf_4                    5
and2_1                  12
a21oi_1                  8
nand3_1                  3
nand2b_1                 3
and3_1                   4
o221ai_1                 3
o21a_1                   5
a211oi_1                 5
o31ai_1                  8
nor2b_1                 10
o22ai_1                  4
nor3_1                  20
or2_2                    4
inv_1                   15
nand2_1                 15
-- cell families (layout without fill, tap and decap cells) --
| group | count (synthesis) | count (layout) | synth area share, % |
|---|---|---|---|
| DFF | 105 | 105 | 62.6 |
| and+or+nand+nor | 103 | 103 | 12.5 |
| AOI/OAI and AO/OA | 73 | 73 | 11.4 |
| buffers and inverters | 40 | 129 | 4.39 |
| muxes | 33 | 33 | 8.70 |
| other | 2 | 9 | 0.168 |
| xor gates and xnor gates | 1 | 1 | 0.196 |
-- cell type report --
class	count	area, um2	share of cell area, %
clock buffer	12	246	4.23
clock inverter	4	26.3	0.451
inverter	16	60.1	1.03
multi-input combinational	219	1500	25.8
sequential	105	2800	48.1
tap	184	230	3.95
timing repair buffer	97	958	16.5
-- critical path, stage by stage --
cell and delay [ns]:
clkdlybuf4s50_1 0.40, nor4_1 0.27, nand3b_1 0.11, nor4_1 0.19, buf_4 0.20, and2_1 0.14, clkdlybuf4s50_1 0.46
-- power groups by stage --
| stage | Sequential (uW) | Clock, uW | Combinational, uW |
|---|---|---|---|
| after global routing | 1820 | 938 | 1290 |
| final | 1760 | 853 | 1150 |
| after CTS | 1770 | 890 | 1170 |
-- routing by layer --
layer | GRT usage (%) | part of all wire (%) | up-vias
li1 | - | - | 1477
met1 | 19.4 | 45 | 1478
met2 | 22.4 | 49 | 75
met3 | 3.13 | 4.6 | 9
met4 | 1.49 | 1.3 | 0
met5 | 0 | 0 | -
-- cells in the mapped netlist, types with 2 or more instances --
master    count
a211oi_1      5
a21boi_0      2
a21oi_1       8
a221oi_1      2
a22o_1        2
a31oi_1       2
and2_1       12
and3_1        4
buf_1         2
buf_4        10
clkbuf_1     10
conb_1        2
dfrtp_1      67
dfstp_2       5
edfxtp_1     33
inv_1        15
mux2_2       27
mux2_4        5
nand2_1      15
nand2b_1      3
nand3_1       3
nand3b_1      2
nor2_1       12
nor2b_1      10
nor3_1       20
nor4_1        4
o21a_1        5
o21ai_0      14
o221ai_1      3
o22ai_1       4
o31a_1        2
o31ai_1       8
o32ai_1       3
o41ai_1       4
or2_2         4
or3_1         6
or4_1         6
No activity file was given, so power comes from the tool's default toggle rates.
